==> design.v <==
module rf(a0, a1, write_reg, data_in, we,q0, q1, clk, rst);
  input [3:0] a0, a1, write_reg;
  input [31:0] data_in;
  output [31:0] q0, q1;
  input clk, rst, we;
  reg [31:0] r[0:14];
  always @ (posedge clk) begin
    if (rst) begin
      r[0] <= 31'b0;
      r[1] <= 31'b0;
      r[2] <= 31'b0;
      r[3] <= 31'b0;
      r[4] <= 31'b0;
      r[5] <= 31'b0;
      r[6] <= 31'b0;
      r[7] <= 31'b0;
      r[8] <= 31'b0;
      r[9] <= 31'b0;
      r[10] <= 31'b0;
      r[11] <= 31'b0;
      r[12] <= 31'b0;
      r[13] <= 31'b0;
      r[14] <= 31'b0;
    end
    if (we) begin
      r[write_reg] <= data_in;
    end
  end
  assign q0 = r[a0];
  assign q1 = r[a1];
endmodule
==> run.sh <==
#!/bin/bash
# OpenROAD 26Q1-2900-gdf79404cd8, Yosys 0.63+post, stock flow scripts
make -C /OpenROAD-flow-scripts/flow DESIGN_CONFIG=/design/flow/config.mk WORK_HOME=/design/flow/orfs finish
==> config.mk <==
export PLATFORM = sky130hd
export DESIGN_NAME = rf
export DESIGN_NICKNAME = rf
export VERILOG_FILES = /design/flow/design.v
export SDC_FILE = /design/flow/constraint.sdc
export NUM_CORES = 4
export LEC_CHECK = 1
export CORE_UTILIZATION = 30
==> constraint.sdc <==
current_design rf

set clk_period 6.0
set clk_io_pct 0.2

create_clock -name clk0 -period $clk_period [get_ports {clk}]

set non_clock_inputs [all_inputs -no_clocks]
set_input_delay [expr $clk_period * $clk_io_pct] -clock clk0 $non_clock_inputs
set_output_delay [expr $clk_period * $clk_io_pct] -clock clk0 [all_outputs]
==> out/metrics.yaml <==
status:
  status: "finished clean"
hold_path:
  hold_class: "input pin to flop"
  hold_depth: 1
  whs_endpoint: "r[15][19]"
  hp-start: "data_in[19]"
clocking:
  tritoncts: "yes"
  cts_root_buffer: "clkbuf_16"
  postCtsHoldBufs: 0
  cts_resized: 0
  path_clk_slew_ps: 60
  cts.sinks: 512
  post_cts_buffers: 0
  clock_path_buffers: 3
  htree_num_levels: 2
  cts_inserted_buffers: 56
setup_path:
  cp-end-kind: "output pin"
  path_class: "input pin to output pin"
  crit_fanout: 12
  required_ps: 4800
  critPathLaunchType: "input pin"
  arrival_ps: 3680
synthesis:
  ys_ff: 512
  syn_inst: 1650
  ys.warnings.count: 1
  postSynthSeqShare_pct: 58.4
  ys_cells: 1650
  yosysUniqueCellTypes: 19
  netlist_area_sq_mm: 0.0263
  avgSynthCellArea_sq_um: 15.9
  yosys_area_sq_mm: 0.0263
drt:
  ant_nets: 0
  drtIter0Drc: 941
  routedWlPerCell_um: 28.1
  routed.top_layer: "met5"
  viasPerCell: 5.35
  wl_met3_mm: 14.7
  wl_met2_mm: 37.8
  dr.pass1.iters: 5
  wl_met1_mm: 27.2
  vias: 15600
  routed_wl_mm: 82.0
  drc_errors: 0
global_routing:
  grt_pass1_wl_mm: 119
  overflow: 0
  grt_pass1_vias: 17600
  antenna_found_initial: 4
  grtUsageTotal_pct: 19.9
  grt_max_degree: 52
final_timing:
  whs_ps: 1470
  worst_pin_slew_ps: 966
  setup_viol: 0
  fin_crit_sh_pct: 81.3
  hold_viol_final: 0
  slew_viol_final: 0
  min_period_ps: 4880
  fmax_mhz: 205
  finalSetupTns_ps: 0
  slew_headroom_pct: 35.6
  rsz0062_at_grt: "false"
placed_design:
  place_congestion: 0.828
  dp_hpwl_mm: 46.7
  port_buffers: 110
  dp.cells: 2817
final_layout:
  reg_top3: "r x512"
  syn_to_final_growth_pct: 16.3
  largest_reg_flops: 512
  instances_no_fill: 2920
  layout_top_cell: "edfxtp_1"
  num-fill-cells: 8008
  top_register: "r"
  final_cell_mix: "512 x edfxtp_1, 480 x and2_1, 256 x mux4_2"
  drive_gt1_share_pct: 24.7
pwr:
  p_per_area_mw_per_mm2: 279
  leakage_uw: 0.0102
  irDropWorstVdd_v: 0.000156
die:
  rows: 108
  pin_count: 111
  coreArea_sq_mm: 0.0868
  chip_area_sq_mm: 0.0889
  chipWidth_um: 298
  die_height_um: 298
  core_util_floorplan_pct: 30.3
run:
  tool_warnings: 25
  drv_cap: 0
## worst max-delay path, cell delays in order
cell and delay (ps):
clkdlybuf4s50_1 590, nor2b_4 590, buf_4 390, a22oi_1 130, nand2_1 260, clkdlybuf4s50_1 510
## synth_stat cells (all sizes together)
| cell type | instances | share of area, % |
|---|---|---|
| nor3 | 4 | 0.095 |
| or3b | 1 | 0.033 |
| edfxtp | 512 | 58 |
| nand3 | 1 | 0.019 |
| nor2 | 14 | 0.20 |
| or2 | 15 | 0.36 |
| nand2 | 65 | 0.93 |
| nand3b | 2 | 0.057 |
| nand2b | 2 | 0.048 |
| mux4 | 256 | 22 |
| clkbuf | 116 | 1.7 |
| buf | 48 | 1.0 |
| and2 | 482 | 11 |
| nor2b | 4 | 0.095 |
| a22oi | 128 | 3.7 |
## worst max path at each step
| stage | from | end | cells after the start |
|---|---|---|---|
| 6_report | a1[2] | q1[0] | 6 |
| 5_1_grt | a0[0] | q0[23] | 6 |
| 4_1_cts | a1[2] | q1[0] | 6 |
## cell type report
type / instances / area (sq um) / area share (%)
clock buffer: 73 / 1470 / 4.79
sequential: 512 / 15400 / 50.2
timing repair buffer: 176 / 1710 / 5.58
clock inverter: 29 / 221 / 0.724
antenna: 1 / 2.50 / 0.00818
multi-input combinational: 974 / 10400 / 33.9
tap: 1155 / 1450 / 4.72
## report_power, final
part	leakage [uW]	switching [uW]	internal (uW)
combinational	0.00452	550	520
sequential	0.00489	95.9	4160
clock	0.000818	1420	1810
total	0.0102	2070	6480
## metrics by stage
stage | setup WS (ps) | utilization (%) | power [uW] | cell area, sq um
5_1_grt | 1020 | 35.3 | 8820 | 30600
6_report | 1120 | 35.3 | 8550 | 30600
3_3_place_gp | 1150 | 33.3 | 5380 | 28900
2_1_floorplan | 2440 | - | 4890 | 26300
4_1_cts | 1120 | 35.3 | 8610 | 30600
3_5_place_dp | 1140 | 33.3 | 5400 | 28900
## logic make-up (layout without fill, tap and decap cells)
logic type	after synthesis	in the layout	share of synthesized area, %
AND-OR/OR-AND	128	128	3.65
AND/OR/NAND/NOR	590	590	13.3
multiplexers	256	256	21.9
flip-flops	512	512	58.4
buffers and inverters	164	278	2.71
other	0	1	0
## routing by layer
layer	global-route usage [%]	vias up
li1	-	6571
met5	1.89	-
met4	4.24	14
met1	22.7	7694
met2	29.1	1190
met3	15.9	146
Power and IR drop assume default switching activity.
