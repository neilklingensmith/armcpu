==> design/flow/constraint.sdc <==
current_design push_fsm

set clk_period 4.0
set clk_io_pct 0.2

create_clock -name clk0 -period $clk_period [get_ports {clk}]

set non_clock_inputs [all_inputs -no_clocks]
set_input_delay [expr $clk_period * $clk_io_pct] -clock clk0 $non_clock_inputs
set_output_delay [expr $clk_period * $clk_io_pct] -clock clk0 [all_outputs]
==> design/flow/design.v <==
module push_fsm (clk, rst, active, register_list, base_register, dmem_write_enable, rf_read_0, rf_read_1, rf_write, rf_write_enable, alu_control, alu_input_0, alu_input_1, rf_data_in_select, dmem_byte_enable, done, push_pop, save_new_pc_from_dmem_out);
  parameter IDLE = 7'b0000001, INIT = 7'b0000010, SHIFT_PUSHLIST = 7'b0000100, DEC_SP = 7'b0001000, STOREREG = 7'b0010000,  DONE = 7'b0100000, INC_SP = 7'b1000000;
  input clk, rst, active, push_pop;
  input [15:0] register_list;
  input [3:0] base_register;
  output reg [3:0] rf_read_0, rf_read_1, rf_write;
  output reg [3:0] dmem_byte_enable;
  output reg [2:0] alu_control;
  output reg rf_write_enable, dmem_write_enable;
  output reg [31:0] alu_input_0, alu_input_1;
  output reg [1:0] rf_data_in_select;
  output reg done;
  output reg save_new_pc_from_dmem_out;
  reg [15:0] push_list, new_push_list;
  reg [3:0] reg_num, new_reg_num;
  reg [6:0] state, next_state;
  integer i;
  always @ (state or active or register_list or push_list) begin :FSM_COMBO
    case(state)
      IDLE: if(active == 1'b1) begin
              next_state = INIT;
            end else begin
              next_state = IDLE;
            end
      INIT: if (push_list == 16'b0) begin
              next_state = DONE;
            end else if (push_list[0] == 1'b0) begin
              next_state = SHIFT_PUSHLIST;
            end else if (push_list[0] == 1'b1 && push_pop ==1'b1) begin
              next_state = DEC_SP;
            end else begin
              next_state = STOREREG;
            end
      SHIFT_PUSHLIST: if (push_list == 16'b0) begin
                        next_state = DONE;
                      end else if (push_list[0] == 1'b0) begin
                        next_state = SHIFT_PUSHLIST;
                      end else if(push_list[0] == 1'b1 && push_pop == 1'b1) begin
                        next_state = DEC_SP;
                      end else begin
                        next_state = STOREREG;
                      end
      DEC_SP: next_state = STOREREG;
      INC_SP: next_state = SHIFT_PUSHLIST;
      STOREREG: if (push_pop == 1'b1) begin
                  next_state = SHIFT_PUSHLIST;
                end else begin
                  next_state = INC_SP;
                end
      DONE: next_state = IDLE;
      default: next_state = IDLE;
    endcase
  end
  always @ (posedge clk) begin: FSM_SEQ
    if(rst == 1'b1) begin
      state <= IDLE;
      push_list <= 16'b0;
    end else begin
      state <= next_state;
      push_list <= new_push_list;
      reg_num <= new_reg_num;
    end
  end
  always @ (*) begin : OUTPUT_LOGIC
      case (state)
        IDLE: begin
          new_reg_num = push_pop ? -1 : 0;
          if (push_pop == 1'b1) begin
            new_push_list = register_list;
          end else begin
            for (i = 0; i < 16; i = i+1) begin
              new_push_list[i] = register_list[15-i];  
            end
          end
          dmem_byte_enable = 4'b0;
          rf_read_0 = 4'b0;
          rf_read_1 = 4'b0;
          rf_write = 4'b0;
          alu_control = 3'b0;
          rf_write_enable = 1'b0;
          dmem_write_enable = 1'b0;
          alu_input_0 = 32'b0;
          alu_input_1 = 32'b0;
          rf_data_in_select = 2'b0;
          done = 1'b0;
          save_new_pc_from_dmem_out = 1'b0;
        end
        INIT: begin
          new_reg_num = -1;
          new_push_list = register_list;
          dmem_byte_enable = 4'b0;
          rf_read_0 = 4'b0;
          rf_read_1 = 4'b0;
          rf_write = 4'b0;
          alu_control = 3'b0;
          rf_write_enable = 1'b0;
          dmem_write_enable = 1'b0;
          alu_input_0 = 32'b0;
          alu_input_1 = 32'b0;
          rf_data_in_select = 2'b0;
          done = 1'b0;
          save_new_pc_from_dmem_out = 1'b0;
        end
        SHIFT_PUSHLIST: begin
          new_reg_num = push_pop ? reg_num + 1 : reg_num - 1;
          new_push_list = {1'b0, push_list[15:1]};
          dmem_byte_enable = 4'b0;
          rf_read_0 = 4'b0;
          rf_read_1 = 4'b0;
          rf_write = 4'b0;
          alu_control = 3'b0;
          rf_write_enable = 1'b0;
          dmem_write_enable = 1'b0;
          alu_input_0 = 32'b0;
          alu_input_1 = 32'b0;
          rf_data_in_select = 2'b0;
          done = 1'b0;
          save_new_pc_from_dmem_out = 1'b0;
        end
        DEC_SP: begin
          new_reg_num = reg_num;
          new_push_list = push_list;
          dmem_byte_enable = 4'b0;
          rf_read_0 = base_register;
          rf_read_1 = 4'b0;
          rf_write = base_register;
          alu_control = 4'b0011;
          rf_write_enable = 1'b1;
          dmem_write_enable = 1'b0;
          alu_input_0 = 32'b0;
          alu_input_1 = 32'd4;
          rf_data_in_select = 2'b10;
          done = 1'b0;
          save_new_pc_from_dmem_out = 1'b0;
        end
        INC_SP: begin
          new_reg_num = reg_num;
          new_push_list = push_list;
          dmem_byte_enable = 4'b0;
          rf_read_0 = base_register;
          rf_read_1 = 4'b0;
          rf_write = base_register;
          alu_control = 4'b0001;
          rf_write_enable = 1'b1;
          dmem_write_enable = 1'b0;
          alu_input_0 = 32'b0;
          alu_input_1 = 32'd4;
          rf_data_in_select = 2'b10;
          done = 1'b0;
          save_new_pc_from_dmem_out = 1'b0;
        end
        STOREREG: begin
          new_reg_num = reg_num;
          new_push_list = push_list;
          dmem_byte_enable = 4'hf;
          rf_read_0 = base_register;
          rf_read_1 = reg_num;
          rf_write = push_pop ? 4'bx : reg_num;
          alu_control = 3'b0;
          rf_write_enable = ~push_pop ;  
          dmem_write_enable = push_pop;  
          alu_input_0 = 32'b0;
          alu_input_1 = 32'b0;
          rf_data_in_select = 2'b0;
          done = 1'b0;
          save_new_pc_from_dmem_out = (reg_num == 4'hf) & (push_pop == 1'b0) & (push_list != 0);
        end
        DONE: begin
          new_reg_num = reg_num;
          new_push_list = push_list;
          dmem_byte_enable = 4'b0;
          rf_read_0 = 4'b0;
          rf_read_1 = 4'b0;
          rf_write = 4'b0;
          alu_control = 3'b0;
          rf_write_enable = 1'b0;
          dmem_write_enable = 1'b0;
          alu_input_0 = 32'b0;
          alu_input_1 = 32'b0;
          rf_data_in_select = 2'b0;
          done = 1'b1;
          save_new_pc_from_dmem_out = 1'b0;
        end
        default: begin
          new_reg_num = -1;
          new_push_list = 16'b0;
          dmem_byte_enable = 4'b0;
          rf_read_0 = 4'b0;
          rf_read_1 = 4'b0;
          rf_write = 4'b0;
          alu_control = 3'b0;
          rf_write_enable = 1'b0;
          dmem_write_enable = 1'b0;
          alu_input_0 = 32'b0;
          alu_input_1 = 32'b0;
          rf_data_in_select = 2'b0;
          done = 1'b0;
          save_new_pc_from_dmem_out = 1'b0;
        end
      endcase
  end
endmodule
==> design/flow/run.sh <==
#!/bin/bash
# OpenROAD 26Q1-2900-gdf79404cd8, Yosys 0.63+post, stock flow scripts
make -C /OpenROAD-flow-scripts/flow DESIGN_CONFIG=/design/flow/config.mk WORK_HOME=/design/flow/orfs finish
==> design/flow/config.mk <==
export PLATFORM = sky130hd
export DESIGN_NAME = push_fsm
export DESIGN_NICKNAME = push_fsm
export VERILOG_FILES = /design/flow/design.v
export SDC_FILE = /design/flow/constraint.sdc
export NUM_CORES = 4
export LEC_CHECK = 1
export CORE_AREA = 10 10 110 110
export DIE_AREA = 0 0 120 120
==> run_results.csv <==
group,metric,value,unit
clock_network,cts-root-buf,"clkbuf_8",
synth,ys_seq_frac,0.288,
hold_path,hold_end,"state[5]$_DFF_P_",
routing,final_antenna_net_count,0,
critical_path,cp_common_cell,"clkdlybuf4s50_1",
synth,synth.avg_cell_area,8.95,um2
flow_run,cap_violations,0,
power,ir_worst_vdd,0.143,mV
placed_design,dpl_worst_slack,837,ps
routing,wl_per_cell,13.2,um
synth,synth.area.top_cells,"buf_4 27%, dfxtp_1 23%, a211oi_2 8.7%, a222oi_1 7.5%, edfxtp_1 6.0%",
synth,ys_area,2010,um2
routing,drtPass1Iterations,5,
floorplanning,initCoreUtil,0.206,
layout,instances_no_fill,392,
critical_path,rr_worst_depth,2,
sta,fmax,316,MHz
synth,yosysTopAreaCellShare,0.272,
synth,synth_flops,27,
clock_network,clock-sinks,27,
floorplanning,std_cell_rows,36,
critical_path,cp_cell_sequence,"clkdlybuf4s50_1 > inv_1 > nand2_1 > nand2b_1 > clkdlybuf4s50_1",
routing,drt_iter0_markers,157,
floorplanning,num_io_pins,113,
sta,setup_viol,0,
sta,slew_viol_final,0,
synth,synth_area_leader_cell,"buf_4",
routing,top_layer,"met3",
grt,grt_max_degree,33,
sta,worstMarginPinSlew,773,ps
synth,synth_top_cell_by_count,"buf_4",
critical_path,required,3200,ps
sta,setup_tns,0,ps
clock_network,cts-resized-gates,0,
critical_path,r2r_start,"state[4]$_DFF_P_",
critical_path,crit_fanout,9,
placed_design,gp_congestion,0.811,
sta,hold_viol,0,
routing,antenna_cells,0,
synth,edf_count,4,
placed_design,portBuffers,47,
clock_network,cts_buffer_depth,2,
grt,antenna_found_initial,0,
critical_path,cp_num_cells,5,
routing,wl_met1,2310,um
critical_path,critPathBufInv,3,
critical_path,r2r_end,"reg_num[2]$_DFFE_PP_",
sta,rsz0062_at_grt,"false",
routing,totalWireLength,5180,um
clock_network,numCtsBuffers,3,
critical_path,rrSetupSlack,2280,ps
placed_design,dp_hpwl,4220,um
grt,grt_usage,0.0658,
routing,wl_met2,2290,um
routing,met3_length,571,um
critical_path,cp-start-kind,"primary input",
floorplanning,die_y,120,um
grt,grt.overflow.total,0,
hold_path,min-delay-path-class,"reg2reg",
layout,area_delta_synth_final,16.8,%
grt,grt_pass1_vias,1536,
clock_network,clk_pin_slew,90,ps
sta,fin_crit_sh,0.790,
critical_path,crit_path_max_incr_delay,610,ps
critical_path,end_kind,"output pin",
sta,setup_slack,840,ps
placed_design,dp_cells,388,
power,power.leakage,1.00,nW
power,p_per_area,264,nW/um2
routing,drc,0,
critical_path,crit_family,"buffers and inverters",
synth,common_cells,"73 x buf_4, 24 x nor2_1, 23 x dfxtp_1",
layout,drive_gt1_frac,0.0849,
routing,vias_per_cell,3.84,
clock_network,hold_buffers,0,
critical_path,crit_slowest_cell,"clkdlybuf4s50_1",
clock_network,postCtsSetupBuffers,0,
hold_path,whs_path_depth,2,
sta,relSlewSlack,0.480,
synth,synth_cell_type_count,37,
synth,ys_cells,225,
sta,period_minus_slack,3160,ps
routing,vias,1504,
synth,syn_area,2010,um2
synth,synth_cells,225,
flow_run,tool_warnings,25,
synth,synthFlopType,"dfxtp_1",
critical_path,crit_type,"in2out",
grt,grt_pass1_wl,7960,um
run_status,status,"finished clean",
floorplanning,die_area,14400,um2
hold_path,hp-start,"state[1]$_DFF_P_",
critical_path,cp.arrival,2360,ps
synth,synth-async-reset-ratio,0,
floorplanning,core_area,9770,um2
clock_network,clock_latency,270,ps
clock_network,cts_htree_levels,1,
layout,fillers,1069,
sta,fin_worst_skew,1.71,ps
power,power,0.000621,W
synth,ys.warnings.count,1,
floorplanning,die_w,120,um
clock_network,cts_tree,"done",
-- metrics by stage --
stage / util / hold slack [ps] / area (um2)
2_1_floorplan: - / 454 / 2250
3_3_place_gp: 0.236 / 497 / 2310
3_5_place_dp: 0.236 / 513 / 2310
4_1_cts: 0.241 / 534 / 2350
5_1_grt: 0.241 / 558 / 2350
6_report: 0.241 / 531 / 2350
-- per-layer routing --
metal  up-vias  global-route usage
met3         0              0.0243
met2        97               0.104
met1       676              0.0894
met4         0             0.00226
li1        731                   -
met5         -                   0
-- state kept, by name, indices dropped and copies added, names as in the netlist --
name / cells
push_list: 16
state: 7
reg_num: 4
-- kinds of logic (layout without fill, tap and decap cells) --
group / after synthesis / in the layout / synth area share
other cells: 1 / 65 / 0.00186
xor+xnor: 2 / 2 / 0.00870
flops: 27 / 27 / 0.288
compound gates: 47 / 47 / 0.220
mux: 2 / 2 / 0.00994
buf+inv: 90 / 60 / 0.311
fa+ha+maj: 3 / 3 / 0.0224
simple gates: 53 / 53 / 0.138
-- worst max path at each step --
stage	startpoint	to
after CTS	push_pop	rf_write_enable
after global routing	push_pop	rf_write_enable
final	push_pop	rf_write_enable
-- power by group --
group          internal (W)  switching (W)
Combinational     0.0000724      0.0000646
Clock             0.0000714      0.0000861
Sequential         0.000300      0.0000261
Total              0.000444       0.000177
-- layout make-up --
class | instances | area [um2] | area share
clock buffers | 4 | 45.0 | 0.0191
inverters | 7 | 26.3 | 0.0112
multi-input cells | 172 | 1050 | 0.446
flip-flops and latches | 27 | 581 | 0.247
well taps | 133 | 166 | 0.0707
repair buffers | 49 | 485 | 0.206
-- cells in the final DEF (no fill, tap or decap), drive strengths merged, types with 3 or more instances in the layout --
cell type	synthesis	routed
nor2	25	25
nand3	3	3
edfxtp	4	4
a222oi	15	15
o21ai	5	5
and2	6	6
inv	7	7
conb	1	65
nor2b	4	4
clkbuf	2	4
nor4	6	6
a21o	6	6
a21oi	3	3
a211oi	16	16
dfxtp	23	23
clkdlybuf4s50	0	47
-- worst reg2reg max path, cell delays in order (launching register included) --
cell and delay (ps):
dfxtp_1 340, or2_1 380, nor4_1 650
Power and IR drop assume default switching activity.
